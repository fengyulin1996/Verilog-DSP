==> ./design.v <==
`timescale 1ns / 1ps
module mult_cplx(
    input wire clk,
    input wire rstn,
    input wire[15:0] data1R_in,
    input wire[15:0] data1J_in,
    input wire[15:0] data2R_in,
    input wire[15:0] data2J_in,
    output reg[15:0] dataR_out,
    output reg[15:0] dataJ_out
    );
    wire siga,sigb,sigc,sigd,sigr,sigj;
    assign siga = data1R_in[15];
    assign sigb = data1J_in[15];
    assign sigc = data2R_in[15];
    assign sigd = data2J_in[15];     
    assign sigr = dataR_out[15];
    assign sigj = dataJ_out[15];
    reg[15:0] tempa,tempb,tempc,tempd;     
    reg[30:0] ac,ibd,ad,bc;     
    always @(*)begin
        if(siga == 1'b1) tempa <= ~(data1R_in) + 16'h0001;
        else tempa <= data1R_in;
        if(sigb == 1'b1) tempb <= ~(data1J_in) + 16'h0001;
        else tempb <= data1J_in;
        if(sigc == 1'b1) tempc <= ~(data2R_in) + 16'h0001;
        else tempc <= data2R_in;
        if(sigd == 1'b1) tempd <= ~(data2J_in) + 16'h0001;
        else tempd <= data2J_in;     
        if(siga == sigc) ac <= {16'h0000,tempa[14:0]} * {16'h0000,tempc[14:0]};     
        else ac <= ~({16'h0000,tempa[14:0]} * {16'h0000,tempc[14:0]}) + 31'h0000_0001;
        if(sigb == sigd) ibd <= ~({16'h0000,tempb[14:0]} * {16'h0000,tempd[14:0]}) + 31'h0000_0001;
        else ibd <= {16'h0000,tempb[14:0]} * {16'h0000,tempd[14:0]};
        if(siga == sigd) ad <= {16'h0000,tempa[14:0]} * {16'h0000,tempd[14:0]};
        else ad <= ~({16'h0000,tempa[14:0]} * {16'h0000,tempd[14:0]}) + 31'h0000_0001;
        if(sigb == sigc) bc <= {16'h0000,tempb[14:0]} * {16'h0000,tempc[14:0]};
        else bc <= ~({16'h0000,tempb[14:0]} * {16'h0000,tempc[14:0]}) + 31'h0000_0001;     
    end
    always @(*) begin
        if(rstn == 1'b0) begin
            dataR_out <= 16'b0000;
            dataJ_out <= 16'b0000;
        end
        else begin
            dataR_out <= ac[30:15] + ibd[30:15];     
            dataJ_out <= ad[30:15] + bc[30:15];
        end
    end
endmodule
==> ./run.sh <==
#!/bin/bash
# OpenROAD 26Q1-2900-gdf79404cd8, Yosys 0.63+post, stock flow scripts
make -C /OpenROAD-flow-scripts/flow DESIGN_CONFIG=/design/flow/config.mk WORK_HOME=/design/flow/orfs finish
==> ./config.mk <==
export PLATFORM = sky130hd
export DESIGN_NAME = mult_cplx
export DESIGN_NICKNAME = mult_cplx
export VERILOG_FILES = /design/flow/design.v
export SDC_FILE = /design/flow/constraint.sdc
export NUM_CORES = 4
export LEC_CHECK = 1
export CORE_UTILIZATION = 50
==> ./constraint.sdc <==
current_design mult_cplx

set clk_period 36.0
set clk_io_pct 0.2

create_clock -name clk0 -period $clk_period

set non_clock_inputs [all_inputs -no_clocks]
set_input_delay [expr $clk_period * $clk_io_pct] -clock clk0 $non_clock_inputs
set_output_delay [expr $clk_period * $clk_io_pct] -clock clk0 [all_outputs]
==> qor_table.md <==
| Parameter | This run |
| --- | --- |
| Final hold violation count | 0 |
| Maximum clock frequency | 37.6 MHz |
| CORE AREA | 67,600 µm² |
| Initial antenna violation count | 1 |
| Peak fanout along the critical path | 19 |
| Count of vias placed by the detailed router | 28,700 |
| Largest net degree at the start of global routing | 31 |
| PortBufs | 97 |
| Post-DP Area | 36,900 µm² |
| Vias per inst | 5.51 |
| Sequential standard cell area | 0 µm² |
| Worst-margin pin slew | 803 ps |
| Routability cong. | 0.962 |
| Post-synthesis instance area | 34,500 µm² |
| Number of max-slew violations in the final report | 0 |
| Xor and xnor area share after synthesis | 0.0628 |
| Fraction of power spent switching nets | 0.552 |
| Relative slew slack | 0.458 |
| CTS Hold Buffers Added | 0 |
| Chip area | 70,000 µm² |
| Final critical delay including setup and external delays | 26,600 ps |
| Num sequential | 0 |
| Synthesis warning total | 1 |
| Nature of the critical path endpoint | primary output |
| Die Span X | 265 µm |
| Non-filler cells in the finished layout | 5,215 |
| Total power | 15,900 µW |
| Fin Setup TNS | 0 ps |
| Placed Cells incl. Taps | 5,212 |
| Layout clock buffer count | 0 |
| Pre-placement core utilization | 0.510 |
| Vias in the first global route | 29,300 |
| AND-OR/OR-AND Cells, Area Fraction | 0.106 |
| WL/cell | 19.1 µm |
| DP Worst Slack | 9640 ps |
| Post-synthesis adder-cell area fraction | 0.538 |
| Power dissipated by switching net loads | 8790 µW |
| Most prevalent standard cell on the critical path | fa_1 |
| Wirelength, routed | 99,700 µm |
| Worst EP required | 28,800 ps |
| Distinct cell type count after synthesis | 97 |
| Setup-failing EPs final | 0 |
| Total of cells resized after clock tree synthesis | 0 |
| Total grt overflow | 0 |
| Leak | 0.0189 µW |
| Setup WS post-layout | 9400 ps |
| Largest non-sequential cell family by area | adder cells |
| Maximum cell stage delay along the critical path | 680 ps |
| Crit-path slowest cell | a2111oi_0 |
| Sequential share of the synthesized area | 0 |
| Most frequent logic cell in the layout | inv_1 |
| Synthesis area per yosys | 34,500 µm² |
| GR Util All Layers | 0.317 |
| Setup repair after global routing missed its margin | false |
| Post-synthesis cell count from yosys | 4,309 |
| Cell count of the worst hold path | 4 |
| Row count | 95 |
| Stage-log warning count | 33 |
| Area overhead of the layout relative to synthesis | 7.04% |
| Total power divided by cell area | 432 nW/µm² |
| Multiplexer area fraction after synthesis | 0.00272 |
| Commonest non-fill, non-tap cells in the layout | 840 x inv_1, 670 x fa_1, 637 x nor2_1 |
| Tally of max-capacitance violations | 0 |
| Detail Placement HPWL | 81,000 µm |
| Gate Count Post-Synth | 4,309 |
| Number of DRC violations after detailed routing | 0 |
| Worst IR drop on VDD | 0.813 mV |
| Design internal power | 7150 µW |
| Data arrival time at the worst-slack endpoint | 19,400 ps |
| Die extent in y | 265 µm |
| Post-route fraction of the period consumed by the critical path | 0.739 |
| 1st-pass router iterations | 7 |
| Setup bufs post-CTS | 0 |
| Status | finished clean |
| Iter 0 DRT Violations | 1,299 |
| Setup crit start kind | primary input |
| Wire length of the first global-routing pass | 162,000 µm |
| Top-Level Pins | 98 |
| Number of routed nets with antenna violations | 0 |
| Fraction of the mapped netlist area in simple logic gates | 0.178 |
| Final Cell Area | 36,900 µm² |
| Mean instance size in the synthesized netlist | 8.00 µm² |
| Layout cells sized above 1 | 0.0461 |
| Critical Setup Path Class | in -> out |
| Class of the tightest hold or removal check | in -> out |
-- per-stage QoR --
step,util,hold WS (ps)
floorplan,-,14470
global placement,0.545,15560
detailed placement,0.545,15560
CTS,0.545,15560
global route,0.545,15580
finish,0.546,15550
-- worst paths after layout --
path / startpoint / endpoint
max: data1J_in[0] / dataJ_out[15]
min: rstn / dataJ_out[0]
-- layout make-up --
type	instances	area, µm²
Fill cell	6461	30700
Antenna cell	3	7.51
Timing Repair Buffer	216	1860
Inverter	842	3160
Tap cell	873	1090
Multi-Input combinational cell	3281	30800
-- layer usage --
layer  global-route usage  up-vias  wire length (µm)  share of wire
met1                0.444    14100             40400           0.41
met3                0.106      146              9480          0.095
met2                0.492      955             46300           0.46
li1                     -    13500                 -              -
met4               0.0847        0              3520          0.035
met5                    0        -                 0              0
-- worst max-delay path: cells and delay by family --
| kind | cells | cell delay, ps |
|---|---|---|
| AOI/OAI and AO/OA | 12 | 3790 |
| xor gates and xnor gates | 2 | 690 |
| adders and majority gates | 9 | 3930 |
| buffers and inverters | 11 | 2080 |
| muxes | 1 | 390 |
| and+or+nand+nor | 7 | 1250 |
-- synthesized netlist by cell type (14+ instances only) --
cell type,number,area (µm²)
a31oi_1,20,125
xor2_1,99,867
o211ai_1,21,158
or2_2,22,138
and2_1,43,269
fa_1,670,13400
nand2_1,464,1740
and3_1,14,87.6
clkbuf_1,176,661
a211oi_1,21,158
a21oi_1,119,596
nor4_1,14,87.6
o21ai_0,108,541
or3_1,20,125
nor3_1,34,170
nand2b_1,32,200
inv_1,840,3150
o21a_1,28,210
o31ai_1,19,143
o21bai_1,19,143
xnor2_1,148,1300
nand4_1,20,125
ha_1,410,5130
a21o_1,53,398
nand3_1,34,170
nor2_1,637,2390
-- power by group through the flow --
| stage | clock network, µW | logic, µW | registers (µW) |
|---|---|---|---|
| after CTS | 0 | 15900 | 0 |
| after global routing | 0 | 17900 | 0 |
-- cell families after synthesis --
family,count (synthesis)
adder cells (fa/ha/maj),1080
buffers and inverters,1028
AND/OR/NAND/NOR,1409
multiplexers,9
AND-OR/OR-AND,536
XOR/XNOR,247
Power figures rest on the tool's default switching activity, not on a simulated workload.
